**design/flow/design.v**
```verilog
module Multiplexer_A (asel, pipeline_out,A_inp,Ain);     
  input asel;
  input [15:0] pipeline_out;
  input [15:0] A_inp;
  output reg [15:0] Ain;
  always @(*) begin
    case(asel)
    1'b1:Ain=A_inp;
    1'b0:Ain=pipeline_out;
    endcase
  end
endmodule
module Multiplexer_B (bsel, sout, B_inp,Bin);
  input bsel;
  input [15:0] sout,B_inp;
  output reg [15:0] Bin;  
  always @(*) begin
    case(bsel)
    1'b0:Bin=sout; 
    1'b1:Bin=B_inp; 
    endcase
  end
endmodule
module ALU(Ain,Bin,ALUop,out,Z);
input [15:0] Ain, Bin;
input [1:0] ALUop;
output reg [15:0] out;
output Z;
reg Z;
always @(*) begin
    case(ALUop) 
        2'b00:
        begin 
            out=Ain+Bin;
                if(out==16'b0000000000000000)
                  Z=1'b1;
                else
                  Z=1'b0;
        end
        2'b01:begin 
            out=Ain-Bin;
                if(out==16'b0000000000000000)begin
                  Z=1'b1;
                end
                else
                  Z=1'b0;
        end 
        2'b10: begin
        out=Ain & Bin;
                if(out==16'b0000000000000000)begin
                  Z=1'b1;
                end
                else
                  Z=1'b0;
        end
        2'b11: begin
        out=~Bin;
                if(out==16'b0000000000000000)begin
                  Z=1'b1;
                end
                else
                  Z=1'b0;
        end
        default:Z=1'b0;
    endcase
end 
endmodule
module datapath(datapath_in, vsel, writenum, write, readnum, clk, loada, loadb, shift, asel, bsel, ALUop, loadc, loads, datapath_out, Z_out);
  input write, clk, loada, loadb, vsel, asel, bsel, loadc, loads;
  input [1:0] shift, ALUop;
  input [2:0] writenum, readnum;
  input [15:0] datapath_in;
  output [15:0] datapath_out;
  output Z_out;
  wire [15:0] out,data_in, data_out, A_out, in, sout, Ain, Bin;
  wire Z;
  writebackmultiplexer beg(vsel, datapath_in, datapath_out, data_in);
  regfile REGFILE(data_in, writenum, write,readnum, clk, data_out);  
  pipeline_reg A(data_out, clk, loada, A_out);  
  pipeline_reg B(data_out, clk, loadb, in);  
  shifter SHIFT(in,shift,sout);  
  Multiplexer_A mux_A(asel,A_out,16'b0, Ain);
  Multiplexer_B mux_B(bsel, sout,{11'b0,datapath_in[4:0]}, Bin);
  ALU ALU(Ain,Bin,ALUop,out,Z);  
  pipeline_reg C(out, clk, loadc, datapath_out);
  status STATUS(Z, clk, loads, Z_out);  
endmodule
module lab5_top(KEY,SW,LEDR,HEX0,HEX1,HEX2,HEX3,HEX4,HEX5,CLOCK_50);
  input [3:0] KEY;
  input [9:0] SW;
  output [9:0] LEDR; 
  output [6:0] HEX0, HEX1, HEX2, HEX3, HEX4, HEX5;
  input CLOCK_50;
  wire [15:0] datapath_out, datapath_in;
  wire write, vsel, loada, loadb, asel, bsel, loadc, loads;
  wire [2:0] readnum, writenum;
  wire [1:0] shift, ALUop;
  input_iface IN(CLOCK_50, SW, datapath_in, write, vsel, loada, loadb, asel, 
                 bsel, loadc, loads, readnum, writenum, shift, ALUop, LEDR[8:0]);
  datapath DP ( .clk         (~KEY[0]),  
                .readnum     (readnum),
                .vsel        (vsel),
                .loada       (loada),
                .loadb       (loadb),
                .shift       (shift),
                .asel        (asel),
                .bsel        (bsel),
                .ALUop       (ALUop),
                .loadc       (loadc),
                .loads       (loads),
                .writenum    (writenum),
                .write       (write),  
                .datapath_in (datapath_in),
                .Z_out       (LEDR[9]),
                .datapath_out(datapath_out)
             );
  sseg H0(datapath_out[3:0],   HEX0);   
  sseg H1(datapath_out[7:4],   HEX1);
  sseg H2(datapath_out[11:8],  HEX2);
  sseg H3(datapath_out[15:12], HEX3);
  assign HEX4 = 7'b1111111;   
  assign HEX5 = 7'b1111111;   
endmodule
module input_iface(clk, SW, datapath_in, write, vsel, loada, loadb, asel, bsel, 
                   loadc, loads, readnum, writenum, shift, ALUop, LEDR);
  input clk;
  input [9:0] SW;
  output [15:0] datapath_in;
  output write, vsel, loada, loadb, asel, bsel, loadc, loads;
  output [2:0] readnum, writenum;
  output [1:0] shift, ALUop;
  output [8:0] LEDR;
  wire sel_sw = SW[9];  
  wire [15:0] datapath_in_next = sel_sw ? {8'b0,SW[7:0]} : datapath_in;
  vDFF #(16) DATA(clk,datapath_in_next,datapath_in);
  wire [8:0] ctrl_sw;
  wire [8:0] ctrl_sw_next = sel_sw ? ctrl_sw : SW[8:0];
  vDFF #(9) CTRL(clk,ctrl_sw_next,ctrl_sw);
  assign {readnum,vsel,loada,loadb,shift,asel,bsel,ALUop,loadc,loads,writenum,write}={
           ctrl_sw[3:1], ctrl_sw[4], ctrl_sw[5], ctrl_sw[6], 
           ctrl_sw[2:1], ctrl_sw[3], ctrl_sw[4], ctrl_sw[6:5], ctrl_sw[7], ctrl_sw[8],  
           ctrl_sw[3:1], ctrl_sw[0]    
  };
  assign LEDR = sel_sw ? ctrl_sw : {1'b0, datapath_in[7:0]};  
endmodule         
module vDFF(clk,D,Q);
  parameter n=1;
  input clk;
  input [n-1:0] D;
  output [n-1:0] Q;
  reg [n-1:0] Q;
  always @(posedge clk)
    Q <= D;
endmodule
module sseg(in,segs);
  input [3:0] in;
  output [6:0] segs;
  assign segs = 7'b0001110;   
endmodule
module pipeline_reg(in_data, clk, load, pipeline_out);   
input clk,load;
input [15:0] in_data;
output [15:0] pipeline_out;
reg [15:0] pipeline_out;
reg [15:0] MUX_out;
wire [15:0] DF_out;
vDFF16  DQ(clk,MUX_out,DF_out);
always @(*) begin
  case(load)
    1'b1:begin  MUX_out = in_data;
                pipeline_out=DF_out;
    end
    1'b0:begin MUX_out = DF_out;
             pipeline_out=DF_out;
    end
  endcase
end
endmodule
module regfile(data_in,writenum,write,readnum,clk,data_out);
input [15:0] data_in;
input [2:0] writenum, readnum;
input write, clk;
output [15:0] data_out;
wire[15:0] R0,R1,R2,R3,R4,R5,R6,R7;
wire [7:0] read_decoder_out;
wire [7:0] write_decoder_out;
wire [7:0] and_gate;
assign and_gate[0]=write_decoder_out[0] & write;
assign and_gate[1]=write_decoder_out[1] & write;
assign and_gate[2]=write_decoder_out[2] & write;
assign and_gate[3]=write_decoder_out[3] & write;
assign and_gate[4]=write_decoder_out[4] & write;
assign and_gate[5]=write_decoder_out[5] & write;
assign and_gate[6]=write_decoder_out[6] & write;
assign and_gate[7]=write_decoder_out[7] & write;
decoder dec1(writenum,write_decoder_out);
decoder dec2(readnum,read_decoder_out);
LoadEnableCircuit r0(clk,data_in,and_gate[0],R0);
LoadEnableCircuit r1(clk,data_in,and_gate[1],R1);
LoadEnableCircuit r2(clk,data_in,and_gate[2],R2);
LoadEnableCircuit r3(clk,data_in,and_gate[3],R3);
LoadEnableCircuit r4(clk,data_in,and_gate[4],R4);
LoadEnableCircuit r5(clk,data_in,and_gate[5],R5);
LoadEnableCircuit r6(clk,data_in,and_gate[6],R6);
LoadEnableCircuit r7(clk,data_in,and_gate[7],R7);
MUX16to8 mu(R0,R1,R2,R3,R4,R5,R6,R7,read_decoder_out,data_out);
endmodule
module LoadEnableCircuit(clk,in_data,and_output,LEC_out);
input clk,and_output;
input [15:0] in_data;
output reg [15:0] LEC_out;
reg [15:0] mux_out;
wire [15:0] df_out;
always @(*) begin
  case(and_output)
    1'b1:begin  mux_out = in_data;
                LEC_out=df_out;
    end
    1'b0:begin mux_out = df_out;
               LEC_out=df_out;
    end
  endcase
end
vDFF16 dq(clk,mux_out,df_out);
endmodule
module vDFF16(clk,D,Q);
  input clk;
  input [15:0] D;
  output [15:0] Q;
  reg [15:0] Q;
  always @(posedge clk)
    Q <= D;
endmodule
module decoder(in,out);
input [2:0] in;
output [7:0] out;
wire [7:0] out= 1 << in;
endmodule
module MUX16to8 (AG0,AG1,AG2,AG3,AG4,AG5,AG6,AG7,num_sel,out_data);
input[15:0] AG0,AG1,AG2,AG3,AG4,AG5,AG6,AG7;
input [7:0] num_sel;
output [15:0] out_data;
reg [15:0] out_data;
always @(*)
begin
case(num_sel)
    8'b00000001:out_data=AG0;
    8'b00000010:out_data=AG1;
    8'b00000100:out_data=AG2;
    8'b00001000:out_data=AG3;
    8'b00010000:out_data=AG4;
    8'b00100000:out_data=AG5;
    8'b01000000:out_data=AG6;
    8'b10000000:out_data=AG7;
	 default:out_data=16'bx;
endcase
end
endmodule
module shifter(in,shift,sout);
   input [15:0] in;
   input [1:0] shift;
   output reg [15:0] sout;
   always @(*) begin
      case(shift)
         2'b00: sout = in;
         2'b01: sout = in << 1;
         2'b10: sout = in >> 1;
         2'b11: begin
                   sout = in >> 1;
                   sout[15] = in[15];  
                end
      endcase
end
endmodule
module status( Z, clk, loads, Z_out); 
  input loads,clk;
  input Z;
  output reg Z_out;
  reg mux_out;
  wire df_out;
  vDFF1 DQ(clk,mux_out,df_out);
always @(*) begin
  case(loads)
    1'b1:begin  mux_out = Z;
                Z_out=df_out;
    end
    1'b0:begin mux_out = df_out;
               Z_out=df_out;
    end
  endcase     
  end
endmodule
module writebackmultiplexer (vsel, datapath_in, datapath_out, data_in);   
  input vsel;
  input [15:0] datapath_in;
  input[15:0] datapath_out;
  output reg [15:0] data_in;
  always @(*) begin
    case(vsel)
      1'b1: data_in=datapath_in;
      1'b0: data_in=datapath_out; 
    endcase
  end
endmodule
module vDFF1(clk,D,Q);
  input clk;
  input  D;
  output Q;
  reg Q;
  always @(posedge clk)
    Q <= D;
endmodule
```
**design/flow/run.sh**
```bash
#!/bin/bash
# OpenROAD 26Q1-2900-gdf79404cd8, Yosys 0.63+post, stock flow scripts
make -C /OpenROAD-flow-scripts/flow DESIGN_CONFIG=/design/flow/config.mk WORK_HOME=/design/flow/orfs finish
```
**design/flow/config.mk**
```make
export PLATFORM = sky130hd
export DESIGN_NAME = lab5_top
export DESIGN_NICKNAME = lab5_top
export VERILOG_FILES = /design/flow/design.v
export SDC_FILE = /design/flow/constraint.sdc
export NUM_CORES = 4
export LEC_CHECK = 1
export CORE_UTILIZATION = 30
```
**design/flow/constraint.sdc**
```tcl
current_design lab5_top

set clk_period 1.8
set clk_io_pct 0.2

create_clock -name clk0 -period $clk_period [get_ports {CLOCK_50}]

set non_clock_inputs [all_inputs -no_clocks]
set_input_delay [expr $clk_period * $clk_io_pct] -clock clk0 $non_clock_inputs
set_output_delay [expr $clk_period * $clk_io_pct] -clock clk0 [all_outputs]
```
==> results.py <==
# Generated from Yosys and OpenROAD reports
metrics = {
    "synth": {
        "netlist_instances": 832,
        "synth-async-reset-ratio_pct": 0,
        "seq_area_frac_synth_pct": 57.3,
        "synth_area_per_cell_um2": 12.2,
        "ys_cells": 832,
        "ys_area_um2": 10200,
        "ys.flops": 194,
        "edf_count": 194,
        "synth.distinct_cells": 73,
        "yosysWarnings": 13,
        "ff_type": "edfxtp_1",
        "synth_area_um2": 10200,
    },
    "critical_path": {
        "cpPeakStageDelay_ns": 0.42,
        "arrival_ns": 1.36,
        "path_class": "flop to primary output",
        "cp-start-kind": "flop",
        "worstPathMaxFanout": 4,
        "crit_family": "flip-flops",
        "crit_slowest_cell": "edfxtp_1",
        "cp.depth": 2,
        "critical_path_buf_inv_count": 1,
        "worstPathRequired_ns": 1.44,
        "crit_path_end_kind": "primary output",
        "crit_chain": "mux2_2 -> clkdlybuf4s50_1",
    },
    "detailed_routing": {
        "routed_wl_mm": 21.3,
        "first_iter_violations": 311,
        "post_drt_wl_per_cell_um": 16.6,
        "vias_per_cell": 4.90,
        "dr.pass1.iters": 4,
        "ant_nets": 0,
        "antenna_cells": 0,
        "via_count": 6292,
        "drcViolationCount": 0,
    },
    "floorplan": {
        "ios": 67,
        "coreArea_um2": 33400,
        "fp-row-count": 67,
        "chip_area_um2": 34600,
        "initial_core_util_pct": 30.4,
        "dieWidth_um": 186,
        "die_height_um": 186,
    },
    "clock_tree": {
        "cts_hold_buf": 0,
        "cts_buffer_depth": 2,
        "cts_tree": "built",
        "clk_pin_slew_ns": 0.05,
        "cts_htree_levels": 1,
        "cts-root-buf": "clkbuf_16",
        "cts_buffers": 3,
    },
    "global_routing": {
        "grt_pass1_wl_mm": 33.3,
        "grt.total_usage_pct": 13.2,
        "grt_pass1_vias": 5963,
        "gr-total-overflow": 0,
        "grt_max_degree": 91,
        "grt_antenna_before_repair": 0,
    },
    "final_layout": {
        "drive_gt1_share_pct": 10.4,
        "nFillCells": 3277,
        "syn_to_final_growth_pct": 7.52,
        "most-common-layout-cells": "194 x edfxtp_1, 82 x a21oi_1, 59 x a22oi_1",
        "layout_top_cell": "edfxtp_1",
    },
    "power": {
        "power_per_cell_area_nw_per_um2": 322,
        "peakVddDrop_v": 0.000682,
        "total_power_mw": 3.52,
        "power_leakage_nw": 3.92,
    },
    "placed_design": {
        "post-place-ws_ns": -0.339,
        "io_buffers": 21,
        "gp_congestion": 0.852,
        "dp_hpwl_mm": 15.3,
    },
    "final_timing": {
        "worst_slack_ns": 0.0760,
        "worst_slew_pin_slew_ns": 0.825,
        "untimed_endpoints": 355,
        "finalSetupViolCount": 0,
        "finalCritPeriodShare_pct": 95.8,
        "rsz0062_at_grt": "false",
        "hold_viol": 0,
        "fmax_mhz": 580,
        "drv_slew": 0,
        "unclocked_pins": 177,
        "relSlewSlack_pct": 45.0,
        "min_period_ns": 1.72,
    },
    "worst_hold_path": {
        "holdCritPathClass": "input port to flop",
        "hold_depth": 2,
        "hp-start": "SW[9]",
        "hold_end": "IN.DATA.Q[2]",
    },
    "flow_run": {
        "drv_cap": 0,
        "warnings": 48,
    },
    "outcome": {
        "status": "finished, final reports clean",
    },
}
area by class of cell:
| cell class | count | area [um2] | area share [%] |
|---|---|---|---|
| repair buffers | 52 | 473 | 4.33 |
| multi-input cells | 529 | 3770 | 34.5 |
| inverters | 58 | 220 | 2.01 |
| clock buffers | 4 | 78.8 | 0.721 |
| well taps | 448 | 561 | 5.13 |
| flip-flops and latches | 194 | 5830 | 53.3 |
synthesized netlist by cell type, types with 3 or more instances:
master    number  share of area (%)
nand4_1        3               0.18
o211ai_1       3               0.22
inv_1         57                2.1
clkbuf_1      37                1.4
a22oi_1       59                4.4
nand3b_1       3               0.22
and2_1         6               0.37
edfxtp_1     194                 57
a221oi_1       5               0.43
a211oi_1       4               0.30
ha_1          38                4.7
nor2_1        43                1.6
o21ai_0       16               0.79
a21oi_1       82                4.0
xnor2_1       14                1.2
mux4_2         9                2.0
nand2_1       31                1.1
a211o_1        3               0.26
mux2i_1        3               0.30
nor3b_1        3               0.22
buf_2          3               0.15
xor2_1         8               0.69
buf_4         45                3.3
or4_1          3               0.22
buf_1          4               0.15
nand2b_1       5               0.31
o21ai_1        3               0.15
mux2_2        15                1.7
nand3_1        6               0.30
a21o_1         3               0.22
and3_1         5               0.31
nor2b_1       30                1.8
nor3_1        26                1.3
or2_2          8               0.49
o21bai_1       5               0.37
stage by stage:
step | std cells | hold WS, ns | util (%) | instance area [um2] | TNS, ns
after floorplan | 872 | 0.459 | - | 10300 | -0.0107
after global placement | 1274 | 0.921 | 32.2 | 10800 | -2.87
after detailed placement | 1274 | 0.925 | 32.2 | 10800 | -2.82
after CTS | 1282 | 0.478 | 32.6 | 10900 | 0
after global routing | 1285 | 0.484 | 32.7 | 10900 | 0
final | 1285 | 0.486 | 32.7 | 10900 | 0
logic make-up (layout without fill, tap and decap cells):
| family | Yosys count | after routing | share of synthesized area, % |
|---|---|---|---|
| flops | 194 | 194 | 57.3 |
| fa+ha+maj | 40 | 40 | 5.07 |
| simple gates | 185 | 185 | 9.62 |
| mux | 28 | 28 | 4.21 |
| buf+inv | 149 | 114 | 7.35 |
| compound gates | 211 | 211 | 14.2 |
| xor+xnor | 23 | 23 | 2.17 |
| other cells | 2 | 42 | 0.0739 |
power breakdown:
group	internal, mW	leakage, nW	total (mW)	switching (mW)
clock	0.299	0.0382	0.427	0.128
combinational	0.770	2.06	2.06	1.29
sequential	0.987	1.82	1.03	0.0463
registers in the layout, summed over array words and instances, names as in the netlist:
| register | cells |
|---|---|
| DP.REGFILE.r2.dq.Q | 16 |
| DP.STATUS.DQ.Q | 1 |
| DP.C.DQ.Q | 16 |
| DP.REGFILE.r3.dq.Q | 16 |
| IN.CTRL.Q | 9 |
| DP.REGFILE.r1.dq.Q | 16 |
| DP.REGFILE.r0.dq.Q | 16 |
| DP.REGFILE.r4.dq.Q | 16 |
| DP.B.DQ.Q | 16 |
| IN.DATA.Q | 8 |
| DP.REGFILE.r7.dq.Q | 16 |
| DP.REGFILE.r5.dq.Q | 16 |
| DP.REGFILE.r6.dq.Q | 16 |
| DP.A.DQ.Q | 16 |
per-layer routing:
layer | track usage (%) | share of wire, % | wire length [um] | vias up
met5 | 0 | 0 | 0 | -
met4 | 0.721 | 0.51 | 109 | 0
met3 | 3.37 | 6.5 | 1390 | 10
met2 | 21.3 | 49 | 10500 | 218
met1 | 19.6 | 44 | 9380 | 3071
li1 | - | - | - | 2993
worst max path at each step:
| stage | start | endpoint | slack (ns) |
|---|---|---|---|
| 6_report | IN.CTRL.Q[2] | LEDR[2] | 0.08 |
| 5_1_grt | IN.CTRL.Q[2] | LEDR[2] | 0.02 |
| 4_1_cts | IN.CTRL.Q[0] | LEDR[0] | 0.03 |
what timing repair did:
action                     CTS  global route
setup buffers                3             3
gates resized                6             0
setup endpoints to repair    9             2
gates cloned                 1             0
Power figures rest on the tool's default switching activity, not on a simulated workload.
